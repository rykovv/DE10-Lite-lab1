### run.sh
#!/bin/bash
# OpenROAD 26Q1-2900-gdf79404cd8, Yosys 0.63+post, stock flow scripts
make -C /OpenROAD-flow-scripts/flow DESIGN_CONFIG=/design/flow/config.mk WORK_HOME=/design/flow/orfs finish
### config.mk
export PLATFORM = sky130hd
export DESIGN_NAME = addit
export DESIGN_NICKNAME = addit
export VERILOG_FILES = /design/flow/design.v
export SDC_FILE = /design/flow/constraint.sdc
export NUM_CORES = 4
export LEC_CHECK = 1
export CORE_UTILIZATION = 40
### constraint.sdc
current_design addit

set clk_period 6.0
set clk_io_pct 0.2

create_clock -name clk0 -period $clk_period [get_ports {i_CLOCK_50}]

set non_clock_inputs [all_inputs -no_clocks]
set_input_delay [expr $clk_period * $clk_io_pct] -clock clk0 $non_clock_inputs
set_output_delay [expr $clk_period * $clk_io_pct] -clock clk0 [all_outputs]
### design.v
module addit(
	input wire i_CLOCK_50, i_rst,
	input wire [1:0] i_EN,
	output reg [9:0] o_LEDR,
	output wire [(6*8)-1:0] o_HEX
);
	wire slow_clock;
	wire [8-1:0] ctr0;
	wire [8-1:0] ctr1;
	reg  [8-1:0] sum;
	wire [4-1:0] ctr_one0;
	wire [4-1:0] ctr_ten0;
	wire [4-1:0] ctr_one1;
	wire [4-1:0] ctr_ten1;
	wire [4-1:0] sum_one;
	wire [4-1:0] sum_ten;
	clock_divider u0 (.i_rst(i_rst), .i_fast_clock(i_CLOCK_50), .o_slow_clock(slow_clock));
	ctr c0 (.i_clk(slow_clock), .i_rst(i_rst), .i_en(i_EN[0]), .o_ctr(ctr0)); 
	ctr c1 (.i_clk(slow_clock), .i_rst(i_rst), .i_en(i_EN[1]), .o_ctr(ctr1));
	eight_bit_binary_to_decimal ibbd0 (.i_binary(ctr0), .one(ctr_one0), .ten(ctr_ten0));
	eight_bit_binary_to_decimal ibbd1 (.i_binary(ctr1), .one(ctr_one1), .ten(ctr_ten1));
	eight_bit_binary_to_decimal ibbd2 (.i_binary(sum), .one(sum_one), .ten(sum_ten));
	seven_segment ss0 (.i_binary(ctr_ten0), .o_ss(o_HEX[8*5+:8]));
	seven_segment ss1 (.i_binary(ctr_one0), .o_ss(o_HEX[8*4+:8]));
	seven_segment ss2 (.i_binary(ctr_ten1), .o_ss(o_HEX[8*3+:8]));
	seven_segment ss3 (.i_binary(ctr_one1), .o_ss(o_HEX[8*2+:8]));
	seven_segment ss4 (.i_binary(sum_ten),  .o_ss(o_HEX[8*1+:8]));
	seven_segment ss5 (.i_binary(sum_one),  .o_ss(o_HEX[0+:8]));
	always @(posedge slow_clock)
	begin
		sum = ctr0 + ctr1;
		if (sum > 99) begin
			sum <= sum / 10;
			o_LEDR <= {10{1'b1}};
		end else
			o_LEDR <= 0;
	end
endmodule
module clock_divider(
	input wire i_rst,
	input wire i_fast_clock,
	output wire o_slow_clock
);
	parameter COUNTER_SIZE = 24;
	parameter COUNTER_MAX_COUNT = (2 ** COUNTER_SIZE) - 1;
	reg [COUNTER_SIZE-1:0] count;
	always @ (posedge i_fast_clock or negedge i_rst)
	begin
		if (!i_rst)
			count <= 0;
		else
			if(count == COUNTER_MAX_COUNT)
				count <= 0;
			else
				count <= count + 1'b1;
	end
	assign o_slow_clock = count[COUNTER_SIZE-1];
endmodule
module ctr (
	input wire i_clk, i_en, i_rst,
	output reg [8-1:0] o_ctr
);
	always @(posedge i_clk or negedge i_rst)
	begin
		if (!i_rst)
			o_ctr <= 0;
		else
			if (i_en)
				if (o_ctr == 99)
					o_ctr <= 0;
				else
					o_ctr <= o_ctr + 1;
			else
				o_ctr <= o_ctr;
	end		
endmodule
module eight_bit_binary_to_decimal(
	input wire 	[8-1:0] i_binary,
	output wire [4-1:0] one,
	output wire [4-1:0] ten
);
	assign one = i_binary % 10;
	assign ten = i_binary / 10;
endmodule
module seven_segment(
	input wire [4-1:0] i_binary,
	output reg [8-1:0] o_ss
);
	always @(*)
	begin
		case (i_binary)
			0 : o_ss = 8'b1100_0000; 
			1 : o_ss = 8'b1111_1001; 
			2 : o_ss = 8'b1010_0100; 
			3 : o_ss = 8'b1011_0000; 
			4 : o_ss = 8'b1001_1001; 
			5 : o_ss = 8'b1001_0010; 
			6 : o_ss = 8'b1000_0010; 
			7 : o_ss = 8'b1111_1000; 
			8 : o_ss = 8'b1000_0000; 
			9 : o_ss = 8'b1001_0000; 
			default : o_ss = 8'b0111_1111; 
		endcase
	end
endmodule
==> impl_metrics.csv <==
group,metric,value,unit
flow_run,maxCapViolations,0,
yosys,synthArstFlopShare,0.816,
place,port_buffers,61,
worst_setup_path,critPathBufInv,1,
yosys,yosysTopAreaCell,"dfrtp_1",
global_route,grt_usage,0.171,
yosys,synthFlopType,"dfrtp_1",
die,coreArea,0.0166,mm²
final_timing,unclocked_pins,25,
power,vdd_drop_max,249,µV
place,dpl.cell_count,1123,
drt,ant_nets,0,
final_timing,holdWs,466,ps
final_timing,slew_viol_final,0,
worst_setup_path,slowest_stage,"and3_1",
yosys,syn_area,0.00686,mm²
final_timing,fin_crit_sh,0.390,
power,p_leak,3.11,nW
worst_setup_path,cpPeakStageDelay,540,ps
drt,first_iter_violations,248,
final_timing,finalHoldViolations,0,
hold_path,worstHoldStart,"u0.count[14]",
drt,drt-pass1-iter-count,5,
die,die_area,0.0177,mm²
drt,viasPerCell,5.54,
final_timing,setup_violations,0,
die,die_w,133,µm
drt,vias,6240,
drt,wl_per_cell,12.9,µm
clock_tree,worstSkewPairLatency,250,ps
clock_tree,cts_buffers,3,
final_layout,flop_area,0.00118,mm²
die,die_h,133,µm
final_timing,rsz0062_at_grt,"false",
clock_tree,post_cts_buffers,0,
final_timing,finalWorstSetupSlack,3660,ps
drt,num_antenna_cells,0,
global_route,grt_pass1_wl,26000,µm
die,io_pins,62,
place,gp_congestion,0.851,
global_route,antenna_found_initial,0,
clock_tree,cts_tree,"yes",
worst_setup_path,crit_path_end_kind,"flop",
yosys,common_cells,"nand2_1, nor2_1, a21oi_1, ha_1, o21ai_0",
clock_tree,cts_hold_buffers,0,
clock_tree,clk_pin_slew,60,ps
worst_setup_path,startpoint_type,"flop",
power,p_total,354,µW
yosys,ys_types,105,
final_timing,untimed_endpoints,82,
yosys,area_leaders,"dfrtp_1, ha_1, xnor2_1, nand2_1, a21oi_1",
power,intPower,297,µW
die,placementRows,47,
final_timing,final.setup.tns,0,ps
final_layout,final-comb-area,0.00518,mm²
yosys,synth_top_area_share,0.146,
yosys,ys_seq_share,0.172,
clock_tree,cts_root_buffer,"clkbuf_16",
worst_setup_path,crit_top_cell,"and3_1",
final_timing,clock_skew,1.93,ps
power,p_clk_frac,0.515,
worst_setup_path,crit_chain,"ha_1, and3_1, and3_1, inv_1, nor3_1, and3_1, nor2_1",
yosys,synthCells,892,
yosys,ys_chip_area,0.00686,mm²
yosys,yosys_warnings,4,
final_timing,maxSlewHeadroom,0.460,
power,swShare,0.162,
final_layout,stdcell_count,1127,
die,initial_core_util,0.412,
clock_tree,cts_htree_levels,1,
worst_setup_path,crit_arrival,2460,ps
power,cellPowerDensity,46.6,mW/mm²
status,status,"completed",
global_route,grt_pass1_vias,5630,
clock_tree,cts_resized,0,
place,dpl_worst_slack,3680,ps
hold_path,hold_path_class,"flop to flop",
power,power_frac_comb,0.028,
place,hpwl,11100,µm
yosys,top_cell,"nand2_1",
global_route,grt_max_degree,41,
worst_setup_path,critPathRequiredTime,6120,ps
yosys,ys_ff,49,
final_layout,syn_to_final_growth,10.7,%
drt,routed_wl,14500,µm
worst_setup_path,worstSetupPathType,"flop to flop",
final_timing,min_period,2340,ps
power,seq_power_share,0.457,
worst_setup_path,crit_fanout,12,
worst_setup_path,reg2reg_from,"u0.count[0]",
yosys,syn_avg_cell_area,7.69,µm²
final_timing,fmax,427,MHz
yosys,ys_cells,892,
worst_setup_path,startpoint,"u0.count[0]",
yosys,edf_count,0,
final_timing,tightest_slew,805,ps
flow_run,warnings,54,
final_layout,n_fill_cell,1662,
final_layout,layout-drive-gt1-share,0.0706,
worst_setup_path,crit_family,"simple AND/OR/NAND/NOR gates",
global_route,grt_overflow,0,
drt,drc,0,
power,p_sw,57.3,µW
clock_tree,clockBufferDepth,2,
==> metal layers <==
metal / vias up / GRT usage / routed length, µm
li1: 3273 / - / -
met1: 2872 / 0.267 / 7330
met2: 91 / 0.279 / 6790
met3: 4 / 0.00781 / 359
met4: 0 / 0.00766 / 41
met5: - / 0 / 0
==> power by group through the flow <==
stage,Combinational [mW],Sequential (mW),Clock (mW)
after global routing,0.0118,0.162,0.196
final,0.00990,0.162,0.182
after CTS,0.0106,0.162,0.189
==> worst reg2reg max path, cell delays in order, from the launching register on <==
cell	delay, ps
dfrtp_1	380
ha_1	190
and3_1	190
and3_1	240
inv_1	70
nor3_1	490
and3_1	540
nor2_1	110
==> cell usage in the layout (no fill, tap or decap), types with 10 or more instances in the layout <==
master | Yosys | layout
a211oi_1 | 12 | 11
xor2_1 | 20 | 20
nor2_1 | 76 | 76
o31ai_1 | 10 | 10
nand2_1 | 82 | 82
nand4_1 | 12 | 12
o21ai_0 | 46 | 46
dfrtp_1 | 40 | 40
mux2i_1 | 24 | 24
a21oi_1 | 59 | 59
nand3_1 | 28 | 28
nor3_1 | 29 | 29
a31oi_1 | 13 | 13
and3_1 | 14 | 14
inv_1 | 41 | 41
xnor2_1 | 42 | 42
clkdlybuf4s50_1 | 0 | 60
o21ai_1 | 17 | 17
nand2b_1 | 14 | 14
ha_1 | 51 | 51
==> flip-flops by register name, summed over array words and instances, names as in the netlist <==
| name | cells |
|---|---|
| u0.count | 24 |
| c0.o_ctr | 8 |
| c1.o_ctr | 8 |
| sum | 8 |
| o_LEDR | 1 |
==> worst paths after layout <==
| kind | end | slack [ps] | cells after the start |
|---|---|---|---|
| max | u0.count[5] | 3660 | 7 |
| min | u0.count[14] | 470 | 1 |
| max reg2reg | u0.count[5] | 3660 | 7 |
| min reg2reg | u0.count[14] | 470 | 1 |
| max in group asynchronous | u0.count[23] | 4670 | 2 |
| min in group asynchronous | u0.count[13] | 1000 | 2 |
==> final cells by class <==
cell class | count | area share
clock inverter | 1 | 0.00395
multi-input combinational | 735 | 0.682
tap | 220 | 0.0362
inverter | 50 | 0.0247
clock buffer | 3 | 0.00988
timing repair buffer | 69 | 0.0876
sequential | 49 | 0.155
==> stage by stage <==
stage | cell area (µm²) | util
5_1_grt | 7600 | 0.456
4_1_cts | 7600 | 0.456
2_1_floorplan | 6860 | -
3_3_place_gp | 7490 | 0.450
3_5_place_dp | 7490 | 0.450
6_report | 7600 | 0.456
==> logic make-up (layout without fill, tap and decap cells) <==
family          count (synthesis)  in the layout  share of synthesized area
xor+xnor                       68             68                     0.0966
buf+inv                       108            123                     0.0735
other cells                     1              1                   0.000547
mux                            31             31                     0.0470
flops                          49             49                      0.172
compound gates                270            270                      0.278
simple gates                  306            306                      0.225
fa+ha+maj                      59             59                      0.106
Power is estimated from default activity; no workload was simulated.
